`config.mk`:
```
export PLATFORM = sky130hd
export DESIGN_NAME = regfile
export DESIGN_NICKNAME = regfile
export VERILOG_FILES = /design/flow/design.v
export SDC_FILE = /design/flow/constraint.sdc
export NUM_CORES = 4
export LEC_CHECK = 1
export CORE_UTILIZATION = 30
```
`constraint.sdc`:
```
current_design regfile

set clk_period 5.9
set clk_io_pct 0.2

create_clock -name clk0 -period $clk_period [get_ports {clk}]

set non_clock_inputs [all_inputs -no_clocks]
set_input_delay [expr $clk_period * $clk_io_pct] -clock clk0 $non_clock_inputs
set_output_delay [expr $clk_period * $clk_io_pct] -clock clk0 [all_outputs]
```
`design.v`:
```
module regfile(clk,rAddress1,rAddress2,wAddress,wdata,wen,rdata1,rdata2);
input clk,wen;
input [4:0] rAddress1,rAddress2,wAddress;
input [31:0]wdata;
output [31:0] rdata1,rdata2;
reg [31:0] reg_file [0:31];
assign rdata1 = rAddress1?reg_file[rAddress1]:'b0;
assign rdata2 = rAddress2?reg_file[rAddress2]:'b0;
always @(posedge clk)begin
	if(wen==1)begin
		if(wAddress)
		reg_file[wAddress] = wdata;
	end
end
endmodule
```
`run.sh`:
```
#!/bin/bash
# OpenROAD 26Q1-2900-gdf79404cd8, Yosys 0.63+post, stock flow scripts
make -C /OpenROAD-flow-scripts/flow DESIGN_CONFIG=/design/flow/config.mk WORK_HOME=/design/flow/orfs finish
```
==> impl_report.txt <==
FLOW METRICS REPORT
----------------------------------------------------
[Final timing]
  Slew @ Worst Pin ........................ 0.9410 ns
  Max Fclk ........................ between 150 and 200 MHz
  Final-layout setup total negative slack ........................ 0 ns
  Count of final hold-check violations ........................ 0
  Final hold slack ........................ 1.286 ns
  Unrepaired setup endpoints after global routing ........................ false
  Headroom to the max-slew limit ........................ 0.3684
  Final tally of max-slew violations ........................ 0
  Final clock period utilization by the worst path ........................ 0.9339
  Final setup violation count ........................ 0
  Min cycle time layout ........................ about 5.5 ns

[Synthesis]
  Ys flop type ........................ edfxtp_1
  Most instantiated cells after synthesis ........................ edfxtp_1, mux2i_1, mux4_2, clkbuf_1, nand2_1
  Post-synth EDFFs ........................ a little over 1000
  Count of yosys warnings during synthesis ........................ 1
  Number of register bits inferred by synthesis ........................ around 1000
  Mapped Cells ........................ between 2000 and 3000
  Dominant cell type by area after synthesis ........................ edfxtp_1
  Most popular library cell in the synthesized design by count ........................ edfxtp_1
  Yosys stat area ........................ between 40000 and 50000 um2
  Most area-consuming cells after synthesis ........................ edfxtp_1, mux4_2, mux2i_1, mux4_1, mux2_2
  Post-synthesis sequential area ratio ........................ 0.6419
  Distinct lib cells used ........................ 39
  Synth Cell Area ........................ between 40000 and 50000 um2
  Async SR Flop Fraction ........................ 0
  Number of cells in the yosys synthesis report ........................ about 2600
  Share of the synthesized area in the top cell type ........................ 0.6419
  Average instance area after synthesis ........................ approximately 19 um2

[Placed design]
  Buffers on Ports ........................ 112
  Post-DP Area ........................ approximately 53000 um2
  Global placer's final weighted congestion ........................ between 0.9 and 1
  HPWL after detailed placement ........................ just over 90 mm

[Die]
  Floorplan die area ........................ between 150000 and 200000 um2
  Pre-placement core utilization ........................ 0.3025
  Num ports ........................ roughly 110
  Cell row count ........................ ~150
  Overall die height ........................ about 400 um
  X dimension of the die ........................ roughly 400 um
  Total core area ........................ between 150000 and 200000 um2

[Drt]
  Detailed-route DRC error count ........................ 0
  Wire length per cell after detailed routing ........................ about 32 um
  Number of vias per cell after detailed routing ........................ 5.636
  Number of nets still failing antenna checks after routing ........................ 0
  Initial drt markers ........................ 1853
  Drt total wl ........................ about 160 mm
  Total number of vias ........................ 27920
  Number of search-and-repair iterations in the first detailed-routing pass ........................ 7

[Cells and area]
  Storage element area ........................ between 30000 and 40000 um2
  Finished Cell Area ........................ 56020 um2
  Area growth from synthesis to layout ........................ 16.93%
  Number of inserted filler cells in the final layout ........................ about 14000
  Utilization after layout ........................ 0.3537
  Layout cell share with drive strength beyond 1 ........................ 0.2825
  Logic area ........................ ~16000 um2
  Largest register FFs ........................ slightly above 1000

[Setup path]
  Critical-path maximum fanout ........................ 17
  Crit path launch type ........................ input pin
  Required @ worst endpoint ........................ 4.72 ns
  Biggest cell delay along the critical path ........................ approximately 0.77 ns
  Critical path data arrival time ........................ about 4.3 ns
  Sequence of cells on the critical path ........................ buf_2 > or2_2 > buf_4 > buf_4 > o21ai_0 > a311oi_1 > clkdlybuf4s50_1
  Critical path start-end classification ........................ in -> out
  Kind of end point of the critical path ........................ output pin
  Master of the slowest instance on the critical path ........................ a311oi_1
  Most common cell type on the critical path ........................ buf_4

[Hold path]
  Hold WC Path Type ........................ in -> reg

[Power]
  Power density normalized to cell area ........................ 290.4 nW/um2
  Maximum VDD drop ........................ around 0.18 mV
  Final Total Pwr ........................ 16260 uW
  Lkg Pwr ........................ 0.01805 uW

[Global routing]
  Global-route wire length before repair ........................ 222.1 mm
  Pin count of the biggest net entering global routing ........................ approximately 63
  Number of antenna violations at the first check in global routing ........................ 5
  Via count of the first global-routing pass ........................ around 31000
  Global-route usage over all layers ........................ 0.2066
  Total gr overflow ........................ 0

[Clock network]
  Clk slew on worst S/H paths ........................ about 0.06 ns
  CTS Sinks ........................ approximately 1000
  Deepest clock path buffer count ........................ 3
  Number of buffers added to fix hold violations after cts ........................ 0
  Post-CTS setup buffers ........................ 0
  Clock tree root driver cell ........................ clkbuf_16
  Number of buffers inserted during clock tree synthesis ........................ just over 100
  Post-CTS Resized ........................ 0
  Clock tree from TritonCTS ........................ yes
  Htree depth ........................ 3

[Flow run]
  Number of warning messages in the logs ........................ 26
  Max cap viols ........................ 0

[Run status]
  Result of the run ........................ completed

----------------------------------------------------
stage by stage:
step	worst slack (ns)	cells
after global routing	0.2729	4950
after floorplan	2.130	2595
after CTS	0.2772	4950
after detailed placement	0.2794	4762
after global placement	0.2754	4762
final	0.3901	4953
cells by family (layout without fill, tap and decap cells):
logic type             count (synthesis)  in the layout  share of synthesized area
flip-flops                          1024           1024                     0.6419
multiplexers                         736            736                     0.2502
AND-OR/OR-AND                        374            374                    0.06154
buffers and inverters                217            500                    0.02445
AND/OR/NAND/NOR                      212            212                    0.02184
other                                  1             35                 0.00007828
placed cells by master, fill, tap and decap left out, drive strengths merged, types with 41 or more instances in the layout:
| cell type | netlist | final |
|---|---|---|
| a22oi | 64 | 64 |
| clkbuf | 100 | 129 |
| clkinv | 0 | 41 |
| mux2 | 64 | 64 |
| mux4 | 352 | 352 |
| nand2 | 85 | 85 |
| a211oi | 64 | 64 |
| mux2i | 320 | 320 |
| o21ai | 54 | 54 |
| clkdlybuf4s50 | 0 | 102 |
| a221oi | 54 | 54 |
| edfxtp | 1024 | 1024 |
| buf | 115 | 208 |
| o221ai | 64 | 64 |
worst max-delay path, delay by kind of cell:
| kind | cells | cell delay (ns) |
|---|---|---|
| AND/OR/NAND/NOR | 1 | 0.22 |
| AND-OR/OR-AND | 2 | 0.93 |
| buffers and inverters | 4 | 1.94 |
per-layer routing:
metal | share of wire | GRT usage | vias to the layer above
li1 | - | - | 11500
met4 | 0.039 | 0.06413 | 14
met2 | 0.45 | 0.3027 | 1992
met3 | 0.18 | 0.1705 | 349
met5 | 0.0013 | 0.01130 | -
met1 | 0.32 | 0.2235 | 14060
worst paths after layout:
| check | start | endpoint | slack [ns] | depth (start not counted) |
|---|---|---|---|---|
| worst min-delay path | wdata[14] | reg_file[12][14] | 1.29 | 2 |
| worst max-delay path | rAddress1[4] | rdata1[27] | 0.39 | 7 |
where the power goes:
group / internal, uW / switching (uW) / leakage, uW
clock: 3780 / 2790 / 0.00162
sequential: 8110 / 43.3 / 0.00925
combinational: 670 / 873 / 0.00718
cell type report:
type                       count  share of cell area
sequential                  1024              0.5490
multi-input combinational   1354              0.2928
timing repair buffer         310             0.05222
clock buffer                 129             0.04852
tap                         2072             0.04628
clock inverter                59             0.01090
inverter                       2           0.0001787
antenna                        3           0.0001340
Power figures rest on the tool's default switching activity, not on a simulated workload.
