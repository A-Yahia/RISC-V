--- flow/run.sh ---
#!/bin/bash
# OpenROAD 26Q1-2900-gdf79404cd8, Yosys 0.63+post, stock flow scripts
make -C /OpenROAD-flow-scripts/flow DESIGN_CONFIG=/design/flow/config.mk WORK_HOME=/design/flow/orfs finish
--- flow/config.mk ---
export PLATFORM = sky130hd
export DESIGN_NAME = ram
export DESIGN_NICKNAME = ram
export VERILOG_FILES = /design/flow/design.v
export SDC_FILE = /design/flow/constraint.sdc
export NUM_CORES = 4
export LEC_CHECK = 1
export CORE_UTILIZATION = 40
export SYNTH_MEMORY_MAX_BITS = 65536
--- flow/constraint.sdc ---
current_design ram

set clk_period 52.6
set clk_io_pct 0.2

create_clock -name clk0 -period $clk_period [get_ports {clk}]

set non_clock_inputs [all_inputs -no_clocks]
set_input_delay [expr $clk_period * $clk_io_pct] -clock clk0 $non_clock_inputs
set_output_delay [expr $clk_period * $clk_io_pct] -clock clk0 [all_outputs]
--- flow/design.v ---
module ram(clk,wr,address,wdata,rdata);
input clk,wr;
input [9:0] address;
input [31:0] wdata;
output [31:0] rdata;
reg [31:0] datmem [0:255];
assign rdata=datmem[address];
always @(posedge clk)begin
	if(wr)begin
		datmem[address]<=wdata;
	end
end
endmodule
==> notes.md <==
flow finished, numbers: outcome=completed, area of the die=0.774 mm^2, hold depth=1, Slowest Stage Delay on Critical Path=roughly 1.1 ns, syn_area_per_cell=~24 um^2, top cell type by total area after synthesis=sky130_fd_sc_hd__edfxtp_1, worst slew margin relative to its limit=under 10%, number of buffers created by CTS=791, CTS tree=yes, maximum number of pins on one net before global-route repair=97, number of distinct library cell variants in the gate-level netlist after synthesis=21, first-pass GRT wire length=around 1200000 um, post-detailed-routing wire length=approximately 840000 um, GP Congestion=approximately 0.88, max FFs per register=just over 8000, root cell of the clock tree=sky130_fd_sc_hd__clkbuf_16, chip area from the yosys synthesis statistics=about 0.31 mm^2, vias per inst=5.81, Clk pwr share=40.9%, yosys stat cell total=13100, final-layout setup total negative slack=0 ns, combinational share of power=4.8%, die height=880 um, Die X=880 um, Clock Pin Slew Worst Setup and Hold Paths=about 0.060 ns, top area contributor share=79.8%, count of final setup violators=0, power density normalized to cell area=between 30 and 40 mW/mm^2, classification of the worst-slack hold path=input port to register, Hold WS=9.73 ns, MaxCap Viol Count=0, cell count after synthesis=13100, count of buffering cells on the critical path with inverters included=11, transition at the pin with the smallest max-transition slack=around 1.4 ns, shortest period the worst path allows=between 30 and 40 ns, OpenROAD warning count=28, post-CTS setup-driven buffer insertion count=0, nature of the critical path startpoint=input port, final hold violation count=0, register share after synthesis=approximately four fifths, Via Count=around 140k, critical path fanouts, max=approximately 58, Synth warnings=1, area added between synthesis and finish=14.3%, cell type group with the largest total delay on the critical path=buffers and inverters, critical path, cell by cell=buf_16 -> buf_4 -> buf_4 -> buf_4 -> buf_4 -> buf_4 -> buf_4 -> buf_4 -> buf_4 -> mux4_2 -> a22oi_1 -> a21oi_1 -> o41ai_2 -> buf_4 -> nand4_1 -> clkdlybuf4s50_1, Hold Path End=datmem[25][21], overall power of the completed layout=between 0.01 and 0.015 W, register share of total power=54.3%, Critical Path End Type=primary output, slack of the critical path=~22 ns, share of layout cells above drive strength 1=between 20% and 30%, leakage power total=approximately 110 nW, vias in the first global route=approximately 160k, number of nets still failing antenna checks after routing=0, DRC violation total after the first TritonRoute iteration=roughly 9500, CP dominant cell by count=sky130_fd_sc_hd__buf_4, H-tree depth=6, number of optimization iterations in the first detailed-route pass=7, Slew Limit Fails=0, post-route fraction of the period consumed by the critical path=57.3%, top-level port count=~76, Flops after synth=8192, Crit Path Category=input port to primary output, post-layout instance area=approximately 0.35 mm^2, number of antenna violations at the first check in global routing=34, unrepaired setup endpoints after global routing=false, register with the most flip-flops=datmem, endpoint required time on the critical path=42.08 ns, maximum root-to-sink buffer count=4, Regs by FF count=datmem: 8192 flops, cell area after placement=between 0.3 and 0.4 mm^2, worst supply voltage drop on vdd=about 0.000038 V, number of hold-repair buffers added at the cts stage=0, summed instance area of the synthesized netlist=0.308 mm^2, All-Layer GR Usage=approximately a quarter, maximum clock frequency=0.0332 GHz, number of buffer cells added on primary ports=around 73, core outline area=around 0.77 mm^2, top cells, area=sky130_fd_sc_hd__edfxtp_1, sky130_fd_sc_hd__mux4_2, sky130_fd_sc_hd__a22oi_1, CTS sink count=about 8200, switching power as a share of total power=about 22%, highest-delay cell along the critical path=sky130_fd_sc_hd__o41ai_2, Resize count post-CTS=0, FP Core Util=about 40%, cell row count=322, Data arrival, critical path=19.60 ns, source of the worst hold timing path=wdata[21], worst slack at placement=22.39 ns, HPWL reported at the end of detailed placement=between 400000 and 500000 um, WL per Instance=33.8 um, P_int=between 0.01 and 0.015 W, CP Launch Point=address[0], switching component of the power=around 0.0029 W, GRT overflow=0, detailed-route DRC error count=0
cells by family (layout without fill, tap and decap cells):
group / count (synthesis) / count (layout) / share of synthesized area (%)
flip-flops: 8192 / 8192 / 79.8
multiplexers: 2048 / 2048 / 15.0
AND-OR/OR-AND: 1664 / 1664 / 3.69
buffers and inverters: 797 / 2308 / 1.09
AND/OR/NAND/NOR: 354 / 354 / 0.490
other: 0 / 17 / 0
synth_stat cells, drive strengths merged:
library cell  count
edfxtp         8192
mux4           2048
a22oi          1024
a21oi           512
clkbuf          498
buf             298
nor2            232
o41ai           128
nand4            32
nor3             30
nand2            28
nand3            13
nor2b             7
nand2b            6
and2              3
or2               2
inv               1
or3               1
worst max-delay path by stage:
stage	slack, ns	endpoint	cells past startpoint
6_report	22.48	rdata[22]	16
4_1_cts	22.35	rdata[22]	16
5_1_grt	21.97	rdata[22]	16
layout by cell type (no fill, tap or decap), types with 32 or more instances in the layout:
master,n
sky130_fd_sc_hd__mux4_2,2048
sky130_fd_sc_hd__o41ai_2,81
sky130_fd_sc_hd__a22oi_1,1024
sky130_fd_sc_hd__buf_4,797
sky130_fd_sc_hd__bufinv_16,41
sky130_fd_sc_hd__nand4_1,32
sky130_fd_sc_hd__clkinv_1,205
sky130_fd_sc_hd__nor2_4,228
sky130_fd_sc_hd__clkdlybuf4s50_1,39
sky130_fd_sc_hd__edfxtp_1,8192
sky130_fd_sc_hd__o41ai_1,45
sky130_fd_sc_hd__clkinv_2,119
sky130_fd_sc_hd__a21oi_1,512
sky130_fd_sc_hd__clkbuf_16,796
sky130_fd_sc_hd__clkbuf_1,194
sky130_fd_sc_hd__buf_8,32
power groups by stage:
stage	logic, W	clock network (W)	registers (W)
final	0.000640	0.00542	0.00720
after global routing	0.000682	0.00575	0.00720
after CTS	0.000643	0.00551	0.00720
stage by stage:
step	instances	utilization, %
4_1_cts	24800	45.9
5_1_grt	24800	45.9
2_1_floorplan	13100	-
3_3_place_gp	23300	42.6
6_report	24800	45.9
3_5_place_dp	23300	42.6
final cells by class:
type	instances	area, um^2
Sequential cell	8192	246000
Inverter	1	3.75
Clock buffer	990	20600
Antenna cell	17	42.5
Tap cell	10200	12800
Multi-Input combinational cell	4066	61800
Timing Repair Buffer	880	7110
Clock inverter	437	4010
Fill cell	61900	416000
layer usage:
metal  part of all wire, %  track usage (%)  vias to the layer above
met4                   4.7             8.24                       62
met1                    29             26.0                    73600
met3                    20             21.8                     1394
li1                      -                -                    58600
met2                    46             33.6                    10300
met5                  0.45             3.62                        -
Power is estimated from default activity; no workload was simulated.
